<file path="./config.mk">
export PLATFORM = sky130hd
export DESIGN_NAME = Decode
export DESIGN_NICKNAME = Decode
export VERILOG_FILES = /design/flow/design.v
export SDC_FILE = /design/flow/constraint.sdc
export NUM_CORES = 4
export LEC_CHECK = 1
export CORE_UTILIZATION = 30
</file>
<file path="./constraint.sdc">
current_design Decode

set clk_period 1.0
set clk_io_pct 0.2

create_clock -name clk0 -period $clk_period [get_ports {clk}]

set non_clock_inputs [all_inputs -no_clocks]
set_input_delay [expr $clk_period * $clk_io_pct] -clock clk0 $non_clock_inputs
set_output_delay [expr $clk_period * $clk_io_pct] -clock clk0 [all_outputs]
</file>
<file path="./design.v">
module Decode(
	input wire clk,
	input reset,
	input is_input_valid,
	input wire [31:0] instruction,
	output reg is_instruction_valid,
	output reg [6:0] opcode,
	output reg[4:0] rd,
	output reg [4:0] rs1,            
	output reg [4:0] rs2,          
	output reg [31:0] imm,
	output reg [2:0] func3,
	output reg LoadStore,
	output reg ALUSrc,
	output reg RegWrite,
	output reg [3:0] ALUControl,
	output reg BMS
);
	wire [6:0] opcode_next;
	reg [4:0] rd_next;
	reg [4:0] rs1_next;            
	reg [4:0] rs2_next;         
	wire [2:0] func3_next;
	reg [31:0] imm_next;
	reg BMS_next;
	wire [11:0] imm_i = instruction[31:20];  
	wire [19:0] imm_u = instruction[31:12];  
 	wire [11:0] imm_s = {instruction[31:25], instruction[11:7]};  
	reg LoadStore_next;
	reg ALUSrc_next;
	reg RegWrite_next;
	reg [3:0] ALUControl_next;
	wire [4:0] rd_temp;
	wire [4:0] rs1_temp;            
	wire [4:0] rs2_temp;  
	assign opcode_next = instruction[6:0];
	assign rd_temp = instruction[11:7];
	assign rs1_temp = instruction[19:15];
	assign rs2_temp = instruction[24:20];
	assign func3_next = instruction[14:12];
always @(posedge clk or posedge reset) begin
	if (reset) begin
		is_instruction_valid <= 0;
	end
	else begin
		is_instruction_valid <= is_input_valid;
		opcode <= opcode_next;
		rd <= rd_next;
		rs1 <= rs1_next;
		rs2 <= rs2_next;
		func3 <= func3_next;
		imm <= imm_next;
		LoadStore <= LoadStore_next;
		ALUSrc <= ALUSrc_next;
		RegWrite <= RegWrite_next;
		ALUControl <= ALUControl_next;
		BMS <= BMS_next;
	end
end
always @(*) begin
	case (opcode_next)
		7'b0000000: begin  
			rd_next = 0;
			rs1_next = 0;
			rs2_next = 0;
			imm_next = 0;
			LoadStore_next = 0;
			ALUSrc_next = 0;
			RegWrite_next = 0;
			BMS_next = 0;
			ALUControl_next = 4'b0000;  
		end
		7'b0110011: begin  
			rd_next = rd_temp;
			rs1_next = rs1_temp;
			rs2_next = rs2_temp;
			imm_next = 0;
			LoadStore_next = 0;
			ALUSrc_next = 0;
			RegWrite_next = 1;
			BMS_next = 0;
			if(func3_next == 3'b000) 
				ALUControl_next = 4'b0010;  
			else
				ALUControl_next = 4'b0011;  
		end
		7'b0010011: begin  
			rd_next = rd_temp;
			rs1_next = rs1_temp;
			rs2_next = 0;
			if(func3_next == 3'b101)  
				imm_next = {27'b0, imm_i[4:0]}; 
			else  
				imm_next = {{20{imm_i[11]}}, imm_i};
			LoadStore_next = 0;
			ALUSrc_next = 1;
			RegWrite_next = 1;
			BMS_next = 0;
			if(func3_next == 3'b000) begin
				ALUControl_next = 4'b0010;  
			end else if(func3_next == 3'b110) begin
				ALUControl_next = 4'b0001;  
			end else begin
				ALUControl_next = 4'b1011;  
			end
		end
		7'b0000011: begin  
			rd_next = rd_temp;
			rs1_next = rs1_temp;
			rs2_next = 0;
			imm_next = {{20{imm_i[11]}}, imm_i};
			LoadStore_next = 1;
			ALUSrc_next = 1;
			RegWrite_next = 1;
			if(func3_next == 0) begin
				BMS_next = 1;
			end else begin
				BMS_next = 0;
			end
			ALUControl_next = 4'b0010;  
		end
		7'b0100011: begin  
			rd_next = 0;
			rs1_next = rs1_temp;
			rs2_next = rs2_temp;
			imm_next = {{20{imm_s[11]}}, imm_s};
			LoadStore_next = 1;
			ALUSrc_next = 1;
			RegWrite_next = 0;
			if(func3_next == 0) begin
				BMS_next = 1;
			end else begin
				BMS_next = 0;
			end
			ALUControl_next = 4'b0010;  
		end
		7'b0110111: begin  
			rd_next = rd_temp;
			rs1_next = 0;
			rs2_next = 0;
			imm_next = {imm_u, 12'b0};
			LoadStore_next = 0;
			ALUSrc_next = 1;
			RegWrite_next = 1;
			BMS_next = 0;
			ALUControl_next = 4'b1111;  
		end
		default: begin
			rd_next = 0;
			rs1_next = 0;
			rs2_next = 0;
			imm_next = 0;
			LoadStore_next = 0;
			ALUSrc_next = 0;
			RegWrite_next = 0;
			BMS_next = 0;
			ALUControl_next = 4'b0000;  
		end
	endcase
end
endmodule
</file>
<file path="./run.sh">
#!/bin/bash
# OpenROAD 26Q1-2900-gdf79404cd8, Yosys 0.63+post, stock flow scripts
make -C /OpenROAD-flow-scripts/flow DESIGN_CONFIG=/design/flow/config.mk WORK_HOME=/design/flow/orfs finish
</file>
==> impl_metrics.toml <==
# flow metrics
[global_routing]
antenna_found_initial = 0
grt_max_degree = 37
gr-total-overflow = 0
grt_use_total = 0.149
grt_pass1_wl_um = 9580
first_global_vias = 1835

[finish]
post-route-util = 0.469
drive_above_1_share = 0.449
design_area_um2 = 3940
layout.cells.non_filler = 428
area_growth_syn_to_layout_pct = 49.2
final.fill_count = 770

[power_and_ir_drop]
p_clk_frac = 0.364
p_per_area_nw_per_um2 = 1530
switching_power_mw = 1.28
leakagePower_nw = 1.54
power_frac_comb = 0.099
ir_worst_vdd_v = 0.000642
p_total_mw = 6.03
netSwitchingFraction = 0.212
intPower_mw = 4.75
power_frac_seq = 0.537

[critical_path]
cp.arrival_ns = 0.83
cp_top_family = "flip-flops"
crit_chain = "buf_2"
slowest_stage = "edfxtp_1"
cp-end-kind = "output port"
crit_type = "reg2out"
cp.buffers_inverters = 1
critPathMaxFanout = 1
slowest_delay_ns = 0.38
critical_path_required_ns = 0.80
startpoint_type = "flip-flop"

[place]
dpl_cell_area_um2 = 3990
port-buffer-count = 100
gp_congestion = 0.761
dp.cells = 404
dpl.hpwl_um = 4120

[logic_synthesis]
synth.largest_area_cell = "edfxtp_1"
async_flop_share = 0.0152
netlist_instances = 186
ys_seq_share = 0.750
yosys_cells = 186
top_cells_by_area = "edfxtp_1, a21oi_1, nand2_1"
synth.distinct_cells = 25
yosysWarnings = 1
top_cell_area_share = 0.740
numSynthFlops = 66
top_cells_by_count = "edfxtp_1, a21oi_1, nand2_1, and3_1"
synth-area-yosys_um2 = 2640
top_cell = "edfxtp_1"
edf_count = 65
synth-main-ff-cell = "edfxtp_1"
syn_area_um2 = 2640
synth.avg_cell_area_um2 = 14.2

[sta]
setup_slack_ns = -0.0318
slew_headroom = 0.800
setup_tns_ns = -0.568
post-route-period-util = 1.03
final_hold_viol_count = 0
setup_viol = 41
fmax_ghz = 0.969
final-max-slew-violation-count = 0
rsz0062_at_grt = "true"
max_slew.worst_pin.slew_ns = 0.300
period_minus_slack_ns = 1.03

[route]
vias_per_cell = 4.50
firstDrtPassIters = 4
wl_um = 6190
wire_per_inst_um = 14.5
ant_nets = 0
first_iter_violations = 80
vias = 1928
antenna_cells = 0
drc = 0

[die]
die_h_um = 95.8
die-area_um2 = 9170
num_rows = 33
die_x_um = 95.8
boundaryPins = 101
core_um2 = 8380
fp_util = 0.315

[clock_tree]
ctsLongestPathBuffers = 2
path_clk_slew_ns = 0.07
cts_buffers = 9
clock-root-buffer = "clkbuf_8"
cts_hold_buf = 0
cts-htree-levels = 3
cts_tree = "yes"
cts_sinks = 66

[min_path]
min-delay-path-class = "in2reg"

[flow_run]
max-cap-violations = 0
warnings = 28

[run_status]
status = "complete, but fails checks"
violations = "setup timing"
## registers in the layout, summed over array words and instances, names as in the netlist
register	flops
rs1	5
imm	32
LoadStore	1
opcode	7
ALUSrc	1
RegWrite	1
func3	3
rd	5
BMS	1
is_instruction_valid	1
rs2	5
ALUControl	4
## layout make-up
cell class,instances,area (um2),share of cell area
inverters,3,15.0,0.00382
clock buffers,11,141,0.0359
well taps,105,131,0.0334
multi-input cells,106,679,0.173
flip-flops and latches,66,1980,0.502
repair buffers,132,936,0.238
clock inverters,5,55.1,0.0140
## path summary, 6_finish.rpt
kind / slack [ns] / end / depth (start not counted) / from
worst min-delay path: 0.07 / opcode[6] / 1 / instruction[6]
min in group asynchronous: 0.29 / is_instruction_valid / 3 / reset
max in group asynchronous: 0.55 / is_instruction_valid / 3 / reset
worst max-delay path: -0.03 / imm[13] / 1 / imm[13]
## power groups by stage
stage                 Sequential, mW  Clock [mW]  Combinational [mW]
final                           3.24        2.19               0.600
after global routing            3.25        2.43               0.666
after CTS                       3.24        2.27               0.606
## logic make-up (layout without fill, tap and decap cells)
logic type / Yosys count / in the layout / share of synthesized area
compound gates: 30 / 30 / 0.0588
xor+xnor: 1 / 1 / 0.00332
buf+inv: 15 / 151 / 0.0304
flops: 66 / 66 / 0.750
simple gates: 74 / 75 / 0.158
## layer usage
metal / global-route usage / share of wire
met1: 0.236 / 0.44
met2: 0.220 / 0.46
met3: 0.0506 / 0.080
met4: 0.0211 / 0.015
met5: 0 / 0
## timing repair
action,CTS,global route
gates resized,241,7
pin swaps,6,4
setup endpoints to repair,121,92
cloned,3,0
setup buffers,2,3
## metrics by stage
| stage | worst slack [ns] | hold WS, ns |
|---|---|---|
| global route | -0.111 | 0.0331 |
| finish | -0.0318 | 0.0670 |
| detailed placement | -0.780 | 0.645 |
| floorplan | -0.505 | 0.231 |
| global placement | -0.756 | 0.642 |
| CTS | -0.0599 | 0.0541 |
## layout by cell type (no fill, tap or decap), drive strengths merged
cell	netlist	layout
buf	8	103
edfxtp	65	65
a21oi	28	28
clkdlybuf4s50	0	23
nand2	21	21
and3	12	13
clkbuf	4	13
nor2	12	12
and2	11	11
nor2b	8	8
clkinvlp	0	3
nor3	3	3
clkdlybuf4s15	0	3
nand4b	2	2
inv	3	2
clkinv	0	2
or2	2	2
nand4bb	1	1
a41o	1	1
or3	1	1
nand4	1	1
xor2	1	1
o21ai	1	1
bufinv	0	1
dlygate4sd2	0	1
dfrtp	1	1
No activity file was given, so power comes from the tool's default toggle rates.
